## flow/config.mk

```make
export PLATFORM = sky130hd
export DESIGN_NAME = CORDICNCO
export DESIGN_NICKNAME = CORDICNCO
export VERILOG_FILES = /design/flow/design.v
export SDC_FILE = /design/flow/constraint.sdc
export NUM_CORES = 4
export LEC_CHECK = 1
export CORE_UTILIZATION = 40
```

## flow/constraint.sdc

```tcl
current_design CORDICNCO

set clk_period 6.9
set clk_io_pct 0.2

create_clock -name clk0 -period $clk_period [get_ports {clk_i}]

set non_clock_inputs [all_inputs -no_clocks]
set_input_delay [expr $clk_period * $clk_io_pct] -clock clk0 $non_clock_inputs
set_output_delay [expr $clk_period * $clk_io_pct] -clock clk0 [all_outputs]
```

## flow/run.sh

```bash
#!/bin/bash
# OpenROAD 26Q1-2900-gdf79404cd8, Yosys 0.63+post, stock flow scripts
make -C /OpenROAD-flow-scripts/flow DESIGN_CONFIG=/design/flow/config.mk WORK_HOME=/design/flow/orfs finish
```

## flow/design.v

```verilog
module CORDICNCO (
    clk_i,
    rst_i,
    val_i,
    phase_inc_i,
    cos_o,
    sin_o,
    val_o
    );
    parameter                   ODAT_W              = 16;
    parameter                   P_INC_W             = 16;
    parameter                   ITER_NUM            = 16;
    parameter                   EN_SIN_N            = 0;
    localparam  [P_INC_W-1:0]   ANGLE_270_DEGREE    = 3<<(P_INC_W-2);
    localparam  [P_INC_W-1:0]   ANGLE_180_DEGREE    = 1<<(P_INC_W-1);
    localparam  [P_INC_W-1:0]   ANGLE_90_DEGREE     = 1<<(P_INC_W-2);
    localparam [15:0] INIT_VALUE = 16'h4CCC;
    input                           clk_i;
    input                           rst_i;
    input                           val_i;
    input           [P_INC_W-1:0]   phase_inc_i;
    output  reg     [ODAT_W-1:0]    cos_o;
    output  reg     [ODAT_W-1:0]    sin_o;
    output  reg                     val_o;
    wire    [P_INC_W-1:0]           precompAngle[ODAT_W-1:0];
    wire    [ODAT_W-1:0]            x_pipe[ITER_NUM:0];
    wire    [ODAT_W-1:0]            y_pipe[ITER_NUM:0];
    wire    [ITER_NUM:0]            val_pipe;
    reg     [P_INC_W-1:0]           phase_diff_pipe[ITER_NUM-1:0];
    reg     [1:0]                   sc_sign_pipe[ITER_NUM-1:0];
    reg     [P_INC_W-1:0]           phase_accumulator;
    reg     [P_INC_W-1:0]           current_phase;
    reg     [1:0]                   sc_sign_prev;
    reg     [1:0]                   sc_sign;
    reg     [2:0]                   val_sr;
    genvar  g;
    integer i;
    assign  x_pipe[0]   = INIT_VALUE;
    assign  y_pipe[0]   = INIT_VALUE;
    assign  val_pipe[0] = val_sr[2];
always @(posedge clk_i or posedge rst_i) begin
    if (rst_i) begin
        phase_accumulator   <= {P_INC_W{1'b0}};
    end else if (val_i) begin
        phase_accumulator   <= phase_accumulator + phase_inc_i;
    end
end
assign precompAngle [0] = 16'd8190;   
assign precompAngle [1] = 16'd4834;    
assign precompAngle [2] = 16'd2554;    
assign precompAngle [3] = 16'd1296;    
assign precompAngle [4] = 16'd650;     
assign precompAngle [5] = 16'd325;     
assign precompAngle [6] = 16'd162;     
assign precompAngle [7] = 16'd81;     
assign precompAngle [8] = 16'd40;      
assign precompAngle [9] = 16'd20;      
assign precompAngle [10] = 16'd10;     
assign precompAngle [11] = 16'd5;      
assign precompAngle [12] = 16'd2;      
assign precompAngle [13] = 16'd1;      
assign precompAngle [14] = 16'd0;      
assign precompAngle [15] = 16'd0;      
always @(posedge clk_i or posedge rst_i) begin
    if (rst_i) begin
        current_phase   <= {P_INC_W{1'b0}};
        sc_sign         <= 2'b0;
    end else begin
        if (phase_accumulator > ANGLE_270_DEGREE) begin
            current_phase   <= {P_INC_W{1'b0}} - phase_accumulator;
            sc_sign         <= 2'b10;
        end else if (phase_accumulator > ANGLE_180_DEGREE) begin
            current_phase   <= phase_accumulator - ANGLE_180_DEGREE;
            sc_sign         <= 2'b11;
        end else if (phase_accumulator > ANGLE_90_DEGREE) begin
            current_phase   <= ANGLE_180_DEGREE - phase_accumulator;
            sc_sign         <= 2'b01;
        end else begin
            current_phase   <= phase_accumulator;
            sc_sign         <= 2'b00;
        end
    end
end
always @(posedge clk_i or posedge rst_i) begin
    if (rst_i) begin
        val_sr <= 3'b0;
    end else begin
        val_sr <= {val_sr[1:0], val_i};
    end
end
always @(posedge clk_i) begin
    phase_diff_pipe[0]  <= current_phase - precompAngle[0];
    sc_sign_pipe[0]     <= sc_sign;
    for(i=1; i<ITER_NUM; i=i+1) begin
        sc_sign_pipe[i] <= sc_sign_pipe[i-1];
        if (phase_diff_pipe[i-1][P_INC_W-1]) begin
            phase_diff_pipe[i] <= phase_diff_pipe[i-1] + precompAngle[i];
        end else begin
            phase_diff_pipe[i] <= phase_diff_pipe[i-1] - precompAngle[i];
        end
    end
end
generate
    for (g = 0; g < ITER_NUM; g = g + 1) begin : cordic_pipe
        CORDICROT #(
            .ODAT_W     (ODAT_W),
            .SHIFT      (g+1)
        ) cordic_rotation_inst (
            .Clk_i      (clk_i),
            .Rst_i      (rst_i),
            .X_i        (x_pipe[g]),
            .Y_i        (y_pipe[g]),
            .Val_i      (val_pipe[g]),
            .Sign_i     (phase_diff_pipe[g][P_INC_W-1]),
            .X_o        (x_pipe[g+1]),
            .Y_o        (y_pipe[g+1]),
            .Val_o      (val_pipe[g+1])
            );
    end
endgenerate
generate 
    if (EN_SIN_N) begin
        always @(posedge clk_i or posedge rst_i) begin
            if (rst_i) begin
                sin_o       <= {ODAT_W{1'b0}};
            end else begin
                if (sc_sign_prev[1]) begin
                    sin_o   <=  y_pipe[ITER_NUM];
                end else begin
                    sin_o   <= ~y_pipe[ITER_NUM] + {{(ODAT_W-1){1'b0}}, 1'b1};
                end
            end
        end
    end else begin
        always @(posedge clk_i or posedge rst_i) begin
            if (rst_i) begin
                sin_o       <= {ODAT_W{1'b0}};
            end else begin
                if (sc_sign_prev[1]) begin
                    sin_o   <= ~y_pipe[ITER_NUM] + {{(ODAT_W-1){1'b0}}, 1'b1};
                end else begin
                    sin_o   <=  y_pipe[ITER_NUM];
                end
            end
        end
    end
endgenerate
always @(posedge clk_i or posedge rst_i) begin
    if (rst_i) begin
        cos_o           <= {ODAT_W{1'b0}};
        sc_sign_prev    <= 2'b0;
        val_o           <= 1'b0;
    end else begin
        if (sc_sign_prev[0]) begin
            cos_o   <= ~x_pipe[ITER_NUM] + {{(ODAT_W-1){1'b0}}, 1'b1};
        end else begin
            cos_o   <= x_pipe[ITER_NUM];
        end
        sc_sign_prev    <= sc_sign_pipe[ITER_NUM-1];
        val_o           <= val_pipe[ITER_NUM];
    end
end
endmodule
`timescale 1ns / 1ps
module CORDICROT
#(	parameter   ODAT_W	= 16,
	parameter   SHIFT		= 1)
(
	input	Clk_i,
	input	Rst_i,
	input	signed  [ODAT_W-1:0]	X_i,
	input	signed  [ODAT_W-1:0]	Y_i,
	input	Val_i,
	input	Sign_i,
	output	reg	signed	[ODAT_W-1:0]	X_o,
	output	reg	signed	[ODAT_W-1:0]	Y_o,
	output	reg	Val_o
);
    wire    [ODAT_W-1:0]    shiftedInX;
    wire    [ODAT_W-1:0]    shiftedInY;
    assign  shiftedInX    =   X_i >>> SHIFT;
    assign  shiftedInY    =   Y_i >>> SHIFT;
always @(posedge Clk_i) begin
    if (Rst_i) begin
        Val_o	<= 1'b0;
    end else if	(Val_i)	begin
        Val_o	<= Val_i;
    end	else	begin
		Val_o	<=	1'b0;
	end
end
always @(posedge Clk_i) begin
    if (Rst_i) begin
        X_o   <= {ODAT_W{1'b0}};
        Y_o   <= {ODAT_W{1'b0}};
    end else if (Val_i) begin
        if (Sign_i) begin
            X_o   <= X_i + shiftedInY;
            Y_o   <= Y_i - shiftedInX; 
        end else begin
            X_o   <= X_i - shiftedInY;
            Y_o   <= Y_i + shiftedInX;
        end
    end
end
endmodule
```

==> report_table.html <==
<h2>Synthesis and place &amp; route</h2>
<table>
<tr><th>Metric</th><th>Value</th></tr>
<tr><th colspan="2">Timing</th></tr>
<tr><td>Final Max-Slew Violation Tally</td><td>0</td></tr>
<tr><td>Fin crit period</td><td>3950 ps</td></tr>
<tr><td>TNS Setup</td><td>0 ps</td></tr>
<tr><td>Fmax</td><td>0.253 GHz</td></tr>
<tr><td>Final Hold Fails</td><td>0</td></tr>
<tr><td>Worst-case clock skew</td><td>27.9 ps</td></tr>
<tr><td>Ratio of final minimum period to clock period</td><td>0.572</td></tr>
<tr><td>RSZ-0062 raised after global routing</td><td>false</td></tr>
<tr><td>Slew at the pin closest to its max-slew limit</td><td>1030 ps</td></tr>
<tr><td>Final tally of setup violations</td><td>0</td></tr>
<tr><td>Worst max-slew margin expressed relative to the limit</td><td>0.295</td></tr>
<tr><th colspan="2">Layout</th></tr>
<tr><td>Number of fill cells in the layout</td><td>13.3k</td></tr>
<tr><td>Synth-to-Final Area Change</td><td>10.4%</td></tr>
<tr><td>Layout cells sized above 1</td><td>0.0479</td></tr>
<tr><td>Fin area</td><td>63,200 um2</td></tr>
<tr><td>Final standard cell count with taps included and fillers excluded</td><td>8,610</td></tr>
<tr><th colspan="2">Placement</th></tr>
<tr><td>Number of buffers inserted by port buffering</td><td>51</td></tr>
<tr><td>Global placement routability congestion</td><td>0.927</td></tr>
<tr><td>Placed wire-length estimate</td><td>106 mm</td></tr>
<tr><td>Total placed instance area</td><td>59,700 um2</td></tr>
<tr><td>Placed instance count</td><td>8,431</td></tr>
<tr><th colspan="2">Die</th></tr>
<tr><td>Row cnt</td><td>138</td></tr>
<tr><td>Std-Cell Core Area</td><td>142,000 um2</td></tr>
<tr><td>Initial core utilization</td><td>0.404</td></tr>
<tr><td>Total Die Area</td><td>145,000 um2</td></tr>
<tr><td>I/O pin total</td><td>52</td></tr>
<tr><td>Width of the chip</td><td>380 um</td></tr>
<tr><td>Y dimension of the die</td><td>380 um</td></tr>
<tr><th colspan="2">Hold path</th></tr>
<tr><td>Launch point of the worst hold path</td><td>sc_sign_pipe[7][1]</td></tr>
<tr><td>Class of the worst hold path</td><td>reg -&gt; reg</td></tr>
<tr><td>Worst Hold Endpoint</td><td>sc_sign_pipe[8][1]</td></tr>
<tr><td>Number of cells traversed by the worst hold path</td><td>0</td></tr>
<tr><th colspan="2">Global route</th></tr>
<tr><td>Vias in the first global route</td><td>43.0k</td></tr>
<tr><td>Largest net degree at the start of global routing</td><td>114</td></tr>
<tr><td>Global-route wire length before repair</td><td>227 mm</td></tr>
<tr><td>Leftover overflow at the end of global routing</td><td>0</td></tr>
<tr><td>Total global routing track utilization</td><td>0.195</td></tr>
<tr><td>Antenna violations before repair</td><td>3</td></tr>
<tr><th colspan="2">Critical path</th></tr>
<tr><td>Element type at the critical path start</td><td>flip-flop</td></tr>
<tr><td>Critical Path End Type</td><td>flip-flop</td></tr>
<tr><td>Crit Path Class</td><td>reg -&gt; reg</td></tr>
<tr><td>Required time at the worst-slack endpoint</td><td>7500 ps</td></tr>
<tr><td>Crit path DAT</td><td>4550 ps</td></tr>
<tr><td>Worst r2r dst</td><td>phase_diff_pipe[12][15]</td></tr>
<tr><td>CP max FO</td><td>20</td></tr>
<tr><td>Reg-to-Reg Start</td><td>phase_diff_pipe[11][15]</td></tr>
<tr><td>Length in cells of the worst reg-to-reg path</td><td>10</td></tr>
<tr><td>Slack of the worst reg-to-reg path</td><td>2950 ps</td></tr>
<tr><th colspan="2">Clocking</th></tr>
<tr><td>Number of buffers added for setup after CTS</td><td>0</td></tr>
<tr><td>Clock Latency Late Sink</td><td>710 ps</td></tr>
<tr><td>Total clock sinks</td><td>814</td></tr>
<tr><td>Post-cts sizing count</td><td>0</td></tr>
<tr><td>Clock transition time at the flip-flop clock pins of the worst setup and hold paths</td><td>60 ps</td></tr>
<tr><td>CTS Buffer Depth</td><td>3</td></tr>
<tr><td>Htree depth</td><td>3</td></tr>
<tr><td>CTS tree</td><td>done</td></tr>
<tr><td>CTS root buf</td><td>sky130_fd_sc_hd__clkbuf_16</td></tr>
<tr><td>Cts bufs inserted</td><td>96</td></tr>
<tr><td>Number of hold buffers added after CTS</td><td>0</td></tr>
<tr><th colspan="2">Drt</th></tr>
<tr><td>Detail Route met3 WL</td><td>6.15 mm</td></tr>
<tr><td>Routed length on met2</td><td>60.3 mm</td></tr>
<tr><td>Routed vias</td><td>45.8k</td></tr>
<tr><td>M1 wire length</td><td>69.8 mm</td></tr>
<tr><td>Count of TritonRoute iterations in the first routing pass</td><td>6</td></tr>
<tr><td>Topmost layer with routed signal wires</td><td>met5</td></tr>
<tr><td>Number of inserted diodes</td><td>0</td></tr>
<tr><td>Routed len/inst</td><td>16.2 um</td></tr>
<tr><td>DRT Wirelength</td><td>139 mm</td></tr>
<tr><td>Final ANT Viol Nets</td><td>0</td></tr>
<tr><td>Mean number of vias per cell</td><td>5.32</td></tr>
<tr><td>Detailed-route DRC error count</td><td>0</td></tr>
<tr><td>1st-iter DRT viols</td><td>2,584</td></tr>
<tr><th colspan="2">Yosys</th></tr>
<tr><td>Seq/Total Area, Yosys</td><td>0.291</td></tr>
<tr><td>Post-synth top area cell</td><td>sky130_fd_sc_hd__dfxtp_1</td></tr>
<tr><td>Post-synthesis instance area</td><td>57,200 um2</td></tr>
<tr><td>Synth cell types</td><td>93</td></tr>
<tr><td>Count of flip-flops with a built-in enable after synthesis</td><td>0</td></tr>
<tr><td>Count of warnings emitted by yosys</td><td>21</td></tr>
<tr><td>Instance tally after logic synthesis</td><td>6,649</td></tr>
<tr><td>Count of instantiated cells in the yosys netlist</td><td>6,649</td></tr>
<tr><td>Synthesized area per cell</td><td>8.61 um2</td></tr>
<tr><td>Async set-reset flop share out of synthesis</td><td>0.0885</td></tr>
<tr><td>Dominant synthesized flop cell</td><td>sky130_fd_sc_hd__dfxtp_1</td></tr>
<tr><td>Top area contributor share</td><td>0.260</td></tr>
<tr><td>Summed standard-cell area reported by yosys</td><td>57,200 um2</td></tr>
<tr><td>Leading cell types by total area after synthesis</td><td>sky130_fd_sc_hd__dfxtp_1 26%, sky130_fd_sc_hd__ha_1 15%, sky130_fd_sc_hd__xnor2_1 6.8%</td></tr>
<tr><td>FF+latch count, synth</td><td>814</td></tr>
<tr><th colspan="2">Job</th></tr>
<tr><td>Number of max-capacitance violations reported</td><td>0</td></tr>
<tr><td>OpenROAD warning count</td><td>52</td></tr>
<tr><th colspan="2">Power and ir drop</th></tr>
<tr><td>Power Dens Cells</td><td>333 nW/um2</td></tr>
<tr><td>Leak Pwr</td><td>0.0276 uW</td></tr>
<tr><td>Worst voltage drop across the vdd grid</td><td>0.215 mV</td></tr>
<tr><th colspan="2">Status</th></tr>
<tr><td>Status</td><td>completed</td></tr>
</table>
[layout by cell type (no fill, tap or decap), types with 21 or more instances in the layout]
cell and instances:
sky130_fd_sc_hd__mux2i_1 292, sky130_fd_sc_hd__o22ai_1 28, sky130_fd_sc_hd__nand4_1 36, sky130_fd_sc_hd__a31oi_1 77, sky130_fd_sc_hd__o21a_1 70, sky130_fd_sc_hd__nor2_1 752, sky130_fd_sc_hd__clkdlybuf4s50_1 50, sky130_fd_sc_hd__o21ai_0 283
sky130_fd_sc_hd__nor3_1 198, sky130_fd_sc_hd__nand2b_1 83, sky130_fd_sc_hd__a21oi_1 499, sky130_fd_sc_hd__mux2_2 32, sky130_fd_sc_hd__a211oi_1 107, sky130_fd_sc_hd__fa_1 42, sky130_fd_sc_hd__a21o_1 213, sky130_fd_sc_hd__o211ai_1 33
sky130_fd_sc_hd__and3_1 49, sky130_fd_sc_hd__inv_1 314, sky130_fd_sc_hd__ha_1 697, sky130_fd_sc_hd__nor4_1 28, sky130_fd_sc_hd__nand2_1 365, sky130_fd_sc_hd__dfxtp_1 733, sky130_fd_sc_hd__buf_4 38, sky130_fd_sc_hd__dfrtp_1 72
sky130_fd_sc_hd__o21bai_1 69, sky130_fd_sc_hd__xor2_1 222, sky130_fd_sc_hd__clkbuf_16 97, sky130_fd_sc_hd__o31ai_1 43, sky130_fd_sc_hd__and2_1 36, sky130_fd_sc_hd__a21boi_0 21, sky130_fd_sc_hd__a311oi_1 24, sky130_fd_sc_hd__nand3_1 106
sky130_fd_sc_hd__nor2b_1 79, sky130_fd_sc_hd__a31o_2 24, sky130_fd_sc_hd__or3_1 43, sky130_fd_sc_hd__xnor2_1 442, sky130_fd_sc_hd__nand3b_1 23
[how the worst max path moves through the flow]
stage	start	endpoint	slack (ps)	cells past startpoint
global route	cordic_pipe[11].cordic_rotation_inst.Y_o[13]	cordic_pipe[12].cordic_rotation_inst.X_o[13]	2650	15
CTS	phase_diff_pipe[11][15]	phase_diff_pipe[12][15]	2980	10
finish	phase_diff_pipe[11][15]	phase_diff_pipe[12][15]	2950	10
[synth_stat cells (all sizes together) (24+ instances only)]
| master | count |
|---|---|
| buf | 28 |
| o21bai | 69 |
| ha | 697 |
| o21ai | 289 |
| nor2 | 753 |
| a31oi | 77 |
| a31o | 24 |
| a21o | 213 |
| o22ai | 28 |
| nand4 | 36 |
| nand3 | 106 |
| and3 | 49 |
| a311oi | 27 |
| inv | 317 |
| mux2i | 294 |
| nor2b | 79 |
| dfrtp | 72 |
| mux2 | 32 |
| nor4 | 28 |
| nor3 | 200 |
| xor2 | 222 |
| a21oi | 500 |
| nand2b | 83 |
| a211oi | 108 |
| o31ai | 45 |
| clkbuf | 171 |
| o211ai | 33 |
| nand2 | 365 |
| xnor2 | 442 |
| fa | 42 |
| dfxtp | 742 |
| or3 | 43 |
| and2 | 36 |
| o21a | 70 |
[power by group]
group | switching (uW) | total, uW | leakage [uW] | internal (uW)
logic | 5070 | 9100 | 0.0189 | 4030
clock network | 2150 | 5490 | 0.00168 | 3340
registers | 730 | 6460 | 0.00700 | 5730
[layer usage]
layer,GRT usage,vias up
met5,0,-
met2,0.297,673
li1,-,23900
met4,0.0365,2
met1,0.298,21100
met3,0.0301,154
[area by class of cell]
cell class | instances | area (um2) | share of cell area
tap | 1890 | 2360 | 0.0374
clock buffer | 126 | 2670 | 0.0422
multi-input combinational | 5312 | 38600 | 0.611
sequential | 814 | 16700 | 0.264
clock inverter | 53 | 802 | 0.0127
timing repair buffer | 91 | 841 | 0.0133
inverter | 324 | 1220 | 0.0193
[through the flow]
step	setup slack (ps)	total power (uW)	utilization	hold WS (ps)
final	2950	21100	0.446	316
after global routing	2650	22600	0.446	330
after CTS	2980	21300	0.446	319
after detailed placement	2970	15600	0.421	312
after global placement	2950	15600	0.421	310
after floorplan	2040	13400	-	310
[critical path, cell delays in order (launching register included)]
cell	delay, ps
sky130_fd_sc_hd__dfxtp_1	690
sky130_fd_sc_hd__inv_1	580
sky130_fd_sc_hd__fa_1	580
sky130_fd_sc_hd__a21o_1	180
sky130_fd_sc_hd__a21oi_1	210
sky130_fd_sc_hd__nor2b_1	70
sky130_fd_sc_hd__o21a_1	200
sky130_fd_sc_hd__o41ai_2	370
sky130_fd_sc_hd__nor3_1	130
sky130_fd_sc_hd__a2111oi_2	470
sky130_fd_sc_hd__o21a_1	350
[state kept, by name, summed over array words and instances (netlist names), 2 cells and up]
| register | cells |
|---|---|
| cordic_pipe.cordic_rotation_inst.Val_o | 16 |
| current_phase | 16 |
| sc_sign_prev | 2 |
| cordic_pipe.cordic_rotation_inst.Y_o | 243 |
| cordic_pipe.cordic_rotation_inst.X_o | 240 |
| phase_accumulator | 16 |
| val_sr | 3 |
| sc_sign_pipe | 32 |
| cos_o | 16 |
| sin_o | 16 |
| phase_diff_pipe | 211 |
| sc_sign | 2 |
[kinds of logic after synthesis]
group                    Yosys count  synth area share
AND/OR/NAND/NOR                 1900             0.156
XOR/XNOR                         664             0.102
adder cells (fa/ha/maj)          739             0.167
buffers and inverters            523            0.0344
AND-OR/OR-AND                   1683             0.192
flip-flops                       814             0.291
multiplexers                     326            0.0578
Power and IR drop assume default switching activity.
