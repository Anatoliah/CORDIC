==> flow/design.v <==
`timescale 1ns / 1ps
module CORDICROT
#(	parameter   ODAT_W	= 16,
	parameter   SHIFT		= 1)
(
	input	Clk_i,
	input	Rst_i,
	input	signed  [ODAT_W-1:0]	X_i,
	input	signed  [ODAT_W-1:0]	Y_i,
	input	Val_i,
	input	Sign_i,
	output	reg	signed	[ODAT_W-1:0]	X_o,
	output	reg	signed	[ODAT_W-1:0]	Y_o,
	output	reg	Val_o
);
    wire    [ODAT_W-1:0]    shiftedInX;
    wire    [ODAT_W-1:0]    shiftedInY;
    assign  shiftedInX    =   X_i >>> SHIFT;
    assign  shiftedInY    =   Y_i >>> SHIFT;
always @(posedge Clk_i) begin
    if (Rst_i) begin
        Val_o	<= 1'b0;
    end else if	(Val_i)	begin
        Val_o	<= Val_i;
    end	else	begin
		Val_o	<=	1'b0;
	end
end
always @(posedge Clk_i) begin
    if (Rst_i) begin
        X_o   <= {ODAT_W{1'b0}};
        Y_o   <= {ODAT_W{1'b0}};
    end else if (Val_i) begin
        if (Sign_i) begin
            X_o   <= X_i + shiftedInY;
            Y_o   <= Y_i - shiftedInX; 
        end else begin
            X_o   <= X_i - shiftedInY;
            Y_o   <= Y_i + shiftedInX;
        end
    end
end
endmodule
module Sine #(parameter ODatWidth = 16,
                parameter PhIncWidth = 16) 
(
    input Clk_i,
    input Rst_i,
    input  [PhIncWidth-1:0] PhInc_i,
    input Val_i,
    output reg signed [ODatWidth-1:0] Sine_o,
    output reg Done_o,
    output  reg   [ODatWidth-1:0] Cos_o ,
    output reg Val_o,
    output reg ValW_o
);
localparam [PhIncWidth-1:0] angle270 = 3 << (PhIncWidth-2);
localparam [PhIncWidth-1:0] angle180 = 1 << (PhIncWidth-1);
localparam [PhIncWidth-1:0] angle90 = 1 << (PhIncWidth-2);
parameter [ODatWidth:0] initValue = 16'h4CCC;
parameter IterNum = 16;
parameter EnSinN = 0;
parameter EnSinW = 0; 
wire [PhIncWidth-1:0] precompAngle [ODatWidth-1:0];
wire  [ODatWidth-1:0] xPipe [IterNum:0];
wire  [ODatWidth-1:0] yPipe [IterNum:0];
wire [IterNum:0] valPipe;
reg  [PhIncWidth-1:0] phaseDiffPipe [IterNum-1:0];
reg  [1:0] SignPipe [IterNum-1:0];
reg  [1:0] Sign; 
reg   [1:0] SignPrev;
reg   [PhIncWidth-1:0] currPhase;
reg [PhIncWidth-1:0] phaseAcc;
reg [2:0 ] valSr;
reg [9:0] cnt;
reg iter; 
reg start_flag;
genvar g ;
integer i ;
assign xPipe[0] = initValue; 
assign yPipe[0] = initValue;
assign valPipe[0] = valSr[2];
assign ValW = (!iter)? 1'b1:1'b0;
assign precompAngle [0] = 16'd8190;   
assign precompAngle [1] = 16'd4834;    
assign precompAngle [2] = 16'd2554;    
assign precompAngle [3] = 16'd1296;    
assign precompAngle [4] = 16'd650;     
assign precompAngle [5] = 16'd325;     
assign precompAngle [6] = 16'd162;     
assign precompAngle [7] = 16'd81;     
assign precompAngle [8] = 16'd40;      
assign precompAngle [9] = 16'd20;      
assign precompAngle [10] = 16'd10;     
assign precompAngle [11] = 16'd5;      
assign precompAngle [12] = 16'd2;      
assign precompAngle [13] = 16'd1;      
assign precompAngle [14] = 16'd0;      
assign precompAngle [15] = 16'd0;      
always @(posedge Clk_i or posedge Rst_i) begin 
    if (Rst_i) begin 
        phaseAcc <= {PhIncWidth{1'b0}};
    end
    else begin 
        if (Val_i) begin 
            phaseAcc <= phaseAcc + PhInc_i;
        end
    end
end
always @(posedge Clk_i) begin 
    if (Rst_i) begin 
        iter <= 1'b0;
    end
    else begin 
        if (cnt == 10'd1024) begin 
            iter <= 1'b1;
        end
        else begin 
            iter <= 1'b0;
        end
    end
end
always @(posedge Clk_i) begin 
    if (Rst_i) begin 
        cnt <= 10'h0;
    end
    else begin 
        if ((Sine_o != 16'h0) && (!iter)&& (EnSinW == 0)) begin 
            cnt <= cnt + 10'h1;
        end
        else begin 
            if (iter) begin 
                cnt <= 10'h0;
            end
        end
    end
end
always @(posedge Clk_i or posedge Rst_i ) begin 
    if (Rst_i) begin 
        currPhase <= {PhIncWidth{1'b0}};
        Sign <= 2'b0;
    end
    else begin 
     if (phaseAcc > angle270 ) begin 
            currPhase <= {PhIncWidth{1'b0}} - phaseAcc;
            Sign <= 2'b10 ;
        end
        else if (phaseAcc > angle180) begin 
            currPhase <= phaseAcc - angle180;
            Sign <= 2'b11;
        end
        else if (phaseAcc > angle90) begin 
            currPhase <= angle180 - phaseAcc;
            Sign <= 2'b01;
        end
        else begin 
            currPhase <= phaseAcc;
            Sign <= 2'b00;
        end
    end
end
always @(posedge Clk_i) begin
    if (Rst_i) begin 
        valSr <= 3'b0;
    end
    else begin 
        valSr <= {valSr[1:0], Val_i};
    end
end
always @(posedge Clk_i) begin 
    phaseDiffPipe[0] <= currPhase - precompAngle[0];
    SignPipe[0] <= Sign;
    for (i = 1; i < IterNum; i = i+1) begin 
        SignPipe[i] <= SignPipe[i-1];
            if (phaseDiffPipe[i-1][PhIncWidth-1]) begin 
                phaseDiffPipe[i] <= phaseDiffPipe[i-1] + precompAngle[i];
            end
            else begin 
                phaseDiffPipe[i] <= phaseDiffPipe[i-1] - precompAngle[i];
            end
    end
end
    generate 
        for (g =0; g < IterNum; g = g + 1) begin : cordic_pipeline
            CORDICROT #(
                .ODAT_W(ODatWidth),
                .SHIFT(g+1))
            CORDICROT_inst (
                .Clk_i(Clk_i),
                .Rst_i(Rst_i),
                .X_i(xPipe[g]),
                .Y_i(yPipe[g]),
                .Val_i(valPipe[g]),
                .Sign_i(phaseDiffPipe[g][PhIncWidth-1]),
                .X_o(xPipe[g+1]),
                .Y_o(yPipe[g+1]),
                .Val_o(valPipe[g+1])
            );
        end
    endgenerate
generate
    if (EnSinN) begin 
        always @(posedge Clk_i) begin 
            if (Rst_i) begin 
                Sine_o <= {ODatWidth{1'b0}};
            end
            else begin 
                if (SignPrev[1]) begin 
                    Sine_o <= yPipe[IterNum];
                end
                else begin 
                    Sine_o <= ~yPipe[IterNum] + {{(ODatWidth-1){1'b0}},1'b1};
                end
            end
        end
    end
    else begin
always @(posedge Clk_i ) begin 
    if (Rst_i) begin 
        Sine_o <= {ODatWidth{1'b0}};
    end
    else begin 
        if (SignPrev[1]) begin 
            Sine_o <= ~yPipe[IterNum]+ {{(ODatWidth-1){1'b0}},1'b1} ;
        end
        else begin 
                Sine_o <= yPipe[IterNum];
            end
    end
end
    end
endgenerate
always @(posedge Clk_i ) begin 
    if (Rst_i) begin 
        Cos_o <= {ODatWidth{1'b0}};
        SignPrev <= 2'b0;
        Val_o <= 1'b0;
    end
        else begin 
            if (SignPrev[0]) begin 
                Cos_o <= ~xPipe[IterNum] + {{(ODatWidth-1){1'b0}},1'b1};
            end
            else begin
                Cos_o <= xPipe[IterNum];
            end
            SignPrev <= SignPipe[IterNum-1];
            Val_o <= valPipe[IterNum];
        end
end
endmodule 
==> flow/run.sh <==
#!/bin/bash
# OpenROAD 26Q1-2900-gdf79404cd8, Yosys 0.63+post, stock flow scripts
make -C /OpenROAD-flow-scripts/flow DESIGN_CONFIG=/design/flow/config.mk WORK_HOME=/design/flow/orfs finish
==> flow/config.mk <==
export PLATFORM = sky130hd
export DESIGN_NAME = Sine
export DESIGN_NICKNAME = Sine
export VERILOG_FILES = /design/flow/design.v
export SDC_FILE = /design/flow/constraint.sdc
export NUM_CORES = 4
export LEC_CHECK = 1
export CORE_UTILIZATION = 30
==> flow/constraint.sdc <==
current_design Sine

set clk_period 6.9
set clk_io_pct 0.2

create_clock -name clk0 -period $clk_period [get_ports {Clk_i}]

set non_clock_inputs [all_inputs -no_clocks]
set_input_delay [expr $clk_period * $clk_io_pct] -clock clk0 $non_clock_inputs
set_output_delay [expr $clk_period * $clk_io_pct] -clock clk0 [all_outputs]
==> deck_impl_summary.md <==
Key Metrics from the Run

Global route
  • First-pass GRT wire length: 220000 um
  • Vias in the first global route: 42511
  • Largest net degree at the start of global routing: 139
  • GR Util All Layers: 0.141
  • Global route overflow: 0
  • Antenna violations before repair: 0

Final layout
  • Most frequent cells in the layout: nor2_1 (789), dfxtp_1 (774), ha_1 (696)
  • Layout area overhead: 11.8%
  • Fill count: 18577
  • Sequential cell area: 16500 um^2
  • Commonest Layout Cell: nor2_1
  • Layout cells sized above 1: 0.0443
  • Final std cells w/o fill: 9120
  • Logic area: 37900 um^2

Floorplan
  • Total die area: 190000 um^2
  • Site row count: 158
  • Core area: 186000 um^2
  • Die width: 436 um
  • I/O pin cnt: 54
  • Die height: 436 um
  • FP Core Util: 0.303

Synthesis
  • EDFF count, synth: 0
  • Mux cell area share: 0.0596
  • Compound Share, Synth: 0.187
  • Async SR Flop Fraction: 0.0418
  • Distinct cell type count after synthesis: 86
  • Dominant comb cell: AND-OR/OR-AND gates
  • Syn Inst Count: 6567
  • Seq share, synth: 0.292
  • Synth Cell Area: 56400 um^2
  • Yosys cell count: 6567
  • Yosys adder share: 0.170
  • Simple share: 0.152
  • Syn_area_per_cell: 8.59 um^2
  • Yosys stat chip area: 56400 um^2
  • Post-synth regs: 814
  • Ys Warns: 26
  • Xor+xnor area frac: 0.104
  • Top_reg_cell synth: dfxtp_1

Min path
  • Hold endpoint: SignPipe[9][1]$_DFF_P_
  • Min-delay src: SignPipe[8][1]$_DFF_P_
  • Hold path depth: 0
  • Hold crit path type: reg2reg

Power and ir drop
  • Leak Pwr: 27.0 nW
  • Clock power share: 0.303
  • Internal: 12.0 mW
  • Sw Share: 0.340
  • Flop pwr share: 0.341
  • Logic pwr share: 0.356
  • Tot Pwr: 18.1 mW
  • Max IR drop VDD: 0.215 mV
  • Power per Cell Area: 287 nW/um^2
  • Sw power: 6.16 mW

CTS
  • Clock Sinks: 814
  • Reg clk slew, reported paths: 0.06 ns
  • H-tree depth: 3
  • Post-CTS Hold Buffers: 0
  • Root Driver: clkbuf_16
  • CTS Buf Count: 95
  • CTS tree: built
  • Post-CTS sizing: 0
  • Clk latency late pin: 0.71 ns
  • CTS Buffer Depth: 3
  • Postcts setup bufs: 0

Route
  • Routed Antenna Nets: 0
  • DRT iter0 DRCs: 2691
  • Routed vias: 45140
  • Wire per inst: 14.6 um
  • WL final: 133000 um
  • Vias per Instance: 4.95
  • Pre-Repair DR Iteration Count: 6
  • ANT cells: 0
  • Drc violations: 0

Timing
  • Final setup viols: 0
  • Slew @ Worst Pin: 0.975 ns
  • RSZ-0062 raised after global routing: no
  • Setup TNS Final: 0 ns
  • Clk_skew: 0.0502 ns
  • Hold Vio Cnt, Final: 0
  • Tmin final: 4.10 ns
  • Max-slew violations: 0
  • Final period utilization: 0.594
  • Fmax: 0.244 GHz
  • Slew headroom: 0.341
  • PnR worst setup slack: 2.80 ns

Job
  • Log Warnings: 56
  • MaxCap Viol Count: 0

Critical path
  • Delay-heaviest family, CP: AND-OR/OR-AND gates
  • Critical-path top delay cell: a21boi_0
  • CP max stage delay: 0.78 ns
  • CP Cell Sequence: inv_1 -> a21boi_0 -> ha_1 -> a21o_1 -> o21bai_1 -> a21oi_1 -> nor3b_1 -> o41a_1 -> a211oi_1 -> nor4b_1 -> a211o_1
  • Worst Setup SP: phaseDiffPipe[12][15]$_DFF_P_
  • Worst setup SP type: register
  • Reg2reg path depth: 11
  • Reg2reg end: cordic_pipeline[12].CORDICROT_inst.Y_o[14]$_SDFFE_PP0P_
  • CP max FO: 18
  • Critical Path End Type: register
  • WS Path Type: reg2reg
  • Critical Path AT: 4.70 ns
  • Worst path bufs/invs: 1
  • Worst R2R Start: phaseDiffPipe[12][15]$_DFF_P_
  • Worst R2R Setup Slack: 2.80 ns
  • Req. time, crit path: 7.50 ns

Placed design
  • Routability cong.: 0.915
  • Port buffer count: 51
  • Worst slack at placement: 2.51 ns
  • Detailed placement HPWL: 101000 um
  • Placed insts: 8941

Status
  • Status: finished clean
[synthesized netlist by cell type, types with 74 or more instances]
cell / instances / area (um^2)
a211oi_1: 99 / 743
a21o_1: 206 / 1550
a21oi_1: 501 / 2510
a31oi_1: 96 / 601
clkbuf_1: 165 / 619
dfxtp_1: 780 / 15600
ha_1: 696 / 8710
inv_1: 323 / 1210
mux2i_1: 303 / 3030
nand2_1: 335 / 1260
nand2b_1: 76 / 475
nand3_1: 93 / 465
nor2_1: 789 / 2960
nor2b_1: 74 / 463
nor3_1: 182 / 911
o21ai_0: 281 / 1410
xnor2_1: 454 / 3980
xor2_1: 217 / 1900
[power groups by stage]
stage / registers (mW) / clock network, mW / logic, mW
final: 6.17 / 5.49 / 6.45
after global routing: 6.28 / 5.84 / 7.32
after CTS: 6.20 / 5.65 / 6.50
[kinds of logic after synthesis]
| logic type | count (synthesis) |
|---|---|
| compound gates | 1641 |
| simple gates | 1845 |
| fa+ha+maj | 739 |
| other cells | 1 |
| buf+inv | 524 |
| flops | 814 |
| mux | 332 |
| xor+xnor | 671 |
[worst max-delay path by stage]
| stage | end | slack [ns] | cells past startpoint |
|---|---|---|---|
| CTS | cordic_pipeline[12].CORDICROT_inst.Y_o[14]$_SDFFE_PP0P_ | 2.81 | 11 |
| finish | cordic_pipeline[12].CORDICROT_inst.Y_o[14]$_SDFFE_PP0P_ | 2.80 | 11 |
| global route | cordic_pipeline[12].CORDICROT_inst.Y_o[14]$_SDFFE_PP0P_ | 2.36 | 11 |
[area by class of cell]
cell class              count  area share
clock inverters            46      0.0118
well taps                2480      0.0492
flip-flops and latches    814       0.261
repair buffers             89      0.0131
inverters                 328      0.0196
clock buffers             133      0.0433
multi-input cells        5230       0.602
[per-layer routing]
| layer | wire, um | share of wire | track usage |
|---|---|---|---|
| met1 | 67400 | 0.51 | 0.214 |
| met2 | 57400 | 0.43 | 0.217 |
| met3 | 5640 | 0.042 | 0.0200 |
| met4 | 2750 | 0.021 | 0.0267 |
| met5 | 0 | 0 | 0 |
[sequential cells by signal (all words and copies together), names as in the netlist]
name                                  cells
cordic_pipeline.CORDICROT_inst.X_o      240
Sign                                      2
valSr                                     3
phaseAcc                                 16
SignPrev                                  2
SignPipe                                 32
phaseDiffPipe                           211
Val_o                                     1
Cos_o                                    16
Sine_o                                   16
cordic_pipeline.CORDICROT_inst.Val_o     16
cordic_pipeline.CORDICROT_inst.Y_o      243
currPhase                                16
[per-stage QoR]
step / hold slack, ns / util / area (um^2)
floorplan: 0.310 / - / 56400
global placement: 0.313 / 0.320 / 59600
detailed placement: 0.312 / 0.320 / 59600
CTS: 0.318 / 0.339 / 63100
global route: 0.323 / 0.339 / 63100
finish: 0.319 / 0.339 / 63100
Power figures rest on the tool's default switching activity, not on a simulated workload.
