File: /design/flow/design.v
module Rot 
#(parameter ODatWidth = 16,
parameter ShiftNum = 1)
(
    input Clk_i,
    input Rst_i,
    input signed [ODatWidth-1:0] X_i,
    input signed [ODatWidth-1:0] Y_i,
    input  Sign_i,
    input Val_i,
    output reg signed [ODatWidth-1:0] X_o,
    output reg signed [ODatWidth-1:0] Y_o,
    output reg Val_o
    );
wire [ODatWidth-1:0] XshftR;
wire [ODatWidth-1:0] YshftR;
    assign XshftR = X_i >>> ShiftNum;
    assign YshftR = Y_i >>> ShiftNum;
    always @(posedge Clk_i) begin
        if (Rst_i) begin
            Val_o	<= 1'b0;
        end else if	(Val_i)	begin
            Val_o	<= Val_i;
        end	else	begin
            Val_o	<=	1'b0;
        end
        end
    always @(posedge Clk_i) begin 
        if (Rst_i) begin 
            X_o <= {ODatWidth{1'b0}};
            Y_o <= {ODatWidth{1'b0}};
        end 
            else if (Val_i)   begin 
                if (Sign_i) begin 
                    X_o <= X_i + YshftR;
                    Y_o <= Y_i - XshftR;
                end 
                else begin 
                    X_o <= X_i - YshftR;
                    Y_o <= Y_i + XshftR;
                end
            end
        end
endmodule
File: /design/flow/run.sh
#!/bin/bash
# OpenROAD 26Q1-2900-gdf79404cd8, Yosys 0.63+post, stock flow scripts
make -C /OpenROAD-flow-scripts/flow DESIGN_CONFIG=/design/flow/config.mk WORK_HOME=/design/flow/orfs finish
File: /design/flow/config.mk
export PLATFORM = sky130hd
export DESIGN_NAME = Rot
export DESIGN_NICKNAME = Rot
export VERILOG_FILES = /design/flow/design.v
export SDC_FILE = /design/flow/constraint.sdc
export NUM_CORES = 4
export LEC_CHECK = 1
export CORE_UTILIZATION = 40
File: /design/flow/constraint.sdc
current_design Rot

set clk_period 12.3
set clk_io_pct 0.2

create_clock -name clk0 -period $clk_period [get_ports {Clk_i}]

set non_clock_inputs [all_inputs -no_clocks]
set_input_delay [expr $clk_period * $clk_io_pct] -clock clk0 $non_clock_inputs
set_output_delay [expr $clk_period * $clk_io_pct] -clock clk0 [all_outputs]
==> Implementation_results.wiki <==
== Run summary ==
{| class="wikitable"
! Metric !! Value
|-
| Fraction of final layout cells with drive strength greater than 1 || 0.0522
|-
| Placed cells || 573
|-
| Number of warnings printed during yosys synthesis || 1
|-
| Finished layout cell area || 4150 sq um
|-
| Weighted congestion reported at the end of routability-driven placement || 0.930
|-
| Clock latency of the later-clocked register in the worst-skew pair || 280 ps
|-
| Worst setup EP type || flop
|-
| Flops & latches, synth || 33
|-
| Clock Sinks || 33
|-
| Post-route DRC || 0
|-
| Most frequently placed logic cells in the final layout || clkdlybuf4s50_1, nor2_1, a21oi_1, ha_1, dfxtp_1
|-
| Share of synthesized registers carrying an async set or reset || 0
|-
| RSZ-0062 raised after global routing || false
|-
| Outcome || finished clean
|-
| Ys cells || 416
|-
| Worst path arrival time || 6050 ps
|-
| Headroom to the max-slew limit || 0.427
|-
| Post-synthesis sequential area ratio || 0.201
|-
| Transition time at the pin with the least slew margin || 853 ps
|-
| Root Buffer Master || clkbuf_8
|-
| Most common cell after layout, fill and taps aside || clkdlybuf4s50_1
|-
| Worst setup skew after layout || 0 ps
|-
| Mean cell area of the mapped netlist || 7.89 sq um
|-
| PostCTS Resize Cnt || 0
|-
| Area figure in the yosys stat output || 3280 sq um
|-
| Top flip-flop cell by instance count after synthesis || dfxtp_1
|-
| Final Hold Vio Count || 0
|-
| Routed WL per cell || 15.4 um
|-
| Met1 usage || 0.299
|-
| Clock-pin slew reported for the worst setup and hold paths after clock tree synthesis || 70 ps
|-
| Post-route worst hold slack || 462 ps
|-
| Fill cells || 790
|-
| End-of-flow core utilization || 0.529
|-
| Overflow left after global routing || 0
|-
| DP Area || 4050 sq um
|-
| H-tree Lvls || 2
|-
| Worst-path cell with the longest stage delay || clkdlybuf4s50_1
|-
| Fmax || 170 MHz
|-
| Number of warnings in the stage logs || 28
|-
| Effective utilization at floorplan || 0.418
|-
| Max capacitance violation total || 0
|-
| Buffering stage count on the worst path with inverters included || 2
|-
| Overall routing resource usage || 0.220
|-
| Maximum buffer depth of the clock tree || 2
|-
| Antenna cells || 0
|-
| Met2 Resource Use GR || 0.381
|-
| Worst voltage drop across the vdd grid || 0.0691 mV
|-
| Power density of the placed cells || 102 nW/um^2
|-
| Number of library cell types mapped by synthesis || 59
|-
| Die Span X || 92.6 um
|-
| Final critical-path share of the clock period || 0.478
|-
| Number of detailed-route iterations in the first pass || 4
|-
| Num CTS Buffers || 5
|-
| Max FO, Critical Path || 5
|-
| Startpoint Class || primary input
|-
| Required time reported for the critical path endpoint || 12480 ps
|-
| Wire length of the first global-routing pass || 14600 um
|-
| Largest stage delay on the critical path || 520 ps
|-
| Post-DRT Antenna Nets || 0
|-
| Category of the critical setup timing path || in2reg
|-
| Top Usage Layer GRT || met2
|-
| Number of buffers inserted by port buffering || 68
|-
| Number of rows created at floorplan || 32
|-
| Full die area || 8570 sq um
|-
| Ports placed on the boundary || 69
|-
| Placeable core region || 7850 sq um
|-
| Area of the mapped netlist || 3280 sq um
|-
| Die y size || 92.6 um
|-
| Total number of cells along the worst setup path || 15
|-
| Setup violators final || 0
|-
| Routed Wire Length || 8950 um
|-
| Total negative setup slack || 0 ps
|-
| Initial antenna violation count || 0
|-
| Via-per-instance ratio || 5.49
|-
| Number of global-route vias before repair || 2908
|-
| Cells traversed along the worst timing path || clkdlybuf4s50_1 > inv_1 > ha_1 > nand2b_1 > nor4_1 > nand2b_1 > nor4_1 > nor2_1 > xnor2_1 > ha_1 > a21o_1 > a31o_2 > a21o_1 > or4_1 > o311ai_0
|-
| Class of the most critical hold timing path || reg2reg
|-
| Number of hold buffers added after CTS || 0
|-
| Layout overhead on the synthesized area || 26.4%
|-
| Post-route minimum period || 5880 ps
|-
| GR Layer Usage met3 || 0.0368
|-
| Family of cells with the greatest summed delay on the critical path || simple AND/OR/NAND/NOR gates
|-
| Count of final max-slew check failures || 0
|-
| Largest net degree at the start of global routing || 49
|-
| Post-CTS setup repair buffer count || 0
|-
| EDFF count, synth || 0
|-
| Length in cells of the worst reg-to-reg path || 2
|-
| Number of DRC markers in iteration 0 || 133
|-
| Post-synthesis instance total || 416
|-
| Worst hold path depth || 2
|-
| Clock tree from TritonCTS || built
|-
| Non-filler instance count after layout || 581
|-
| Count of vias placed by the detailed router || 3192
|-
| Static Leak || 1.76 nW
|-
| Half-perimeter wire length of the detailed placement result || 7080 um
|}
## per-stage QoR
step	setup slack [ps]	power, mW
finish	6420	0.423
global route	6110	0.458
CTS	6400	0.427
detailed placement	6130	0.336
global placement	6060	0.335
floorplan	7090	0.257
## per-layer routing
metal  vias to the layer above  share of wire
li1                       1658              -
met4                         0          0.013
met2                        74           0.49
met1                      1452           0.45
met3                         8          0.045
met5                         -              0
## flip-flops by register name (all words and copies together) (netlist names)
| register | cells |
|---|---|
| Y_o | 16 |
| X_o | 16 |
| Val_o | 1 |
## power breakdown
| part | internal (mW) | switching (mW) | leakage, nW |
|---|---|---|---|
| clock network | 0.0506 | 0.0394 | 0.0542 |
| logic | 0.103 | 0.102 | 1.43 |
| registers | 0.121 | 0.00719 | 0.273 |
| total | 0.275 | 0.148 | 1.76 |
## cells by family (layout without fill, tap and decap cells)
logic type,count (synthesis),count (layout),share of synthesized area
and+or+nand+nor,135,135,0.206
xor gates and xnor gates,44,44,0.117
DFF,33,33,0.201
muxes,14,14,0.0431
adders and majority gates,37,37,0.146
AOI/OAI and AO/OA,120,120,0.249
buffers and inverters,33,96,0.0381
## final cells by class
| class | count | area, sq um | area share |
|---|---|---|---|
| Sequential cell | 33 | 661 | 0.159 |
| Timing Repair Buffer | 71 | 698 | 0.168 |
| Clock inverter | 1 | 5.00 | 0.00121 |
| Tap cell | 102 | 128 | 0.0308 |
| Multi-Input combinational cell | 350 | 2500 | 0.602 |
| Clock buffer | 7 | 96.3 | 0.0232 |
| Inverter | 17 | 63.8 | 0.0154 |
## tightest hold or removal path, delay by kind of cell, from the launching register on
kind	cells	cell delay, ps
DFF	1	310
and+or+nand+nor	1	60
AOI/OAI and AO/OA	1	50
## synth_stat cells (10+ instances only)
library cell,count,area [sq um]
nand2_1,19,71.3
nor2_1,52,195
dfxtp_1,33,661
clkbuf_1,12,45.0
a21o_1,17,128
xnor2_1,27,236
xor2_1,17,149
mux2i_1,13,130
o21ai_0,13,65.1
nor3_1,10,50.1
inv_1,17,63.8
a21oi_1,35,175
ha_1,35,438
## worst paths after layout
check / slack [ps] / end / from
worst max-delay path: 6420 / X_o[13] / Y_i[1]
worst max register to register: 11350 / X_o[12] / X_o[12]
worst min register to register: 460 / Y_o[9] / Y_o[9]
worst min-delay path: 460 / Y_o[9] / Y_o[9]
Power figures rest on the tool's default switching activity, not on a simulated workload.
